[flow/design.v]
module harzard_unit(
    input      [4:0] WriteRegE,      
    input      [4:0] WriteRegW,      
    input      [4:0] WriteRegM,      
    input      RegWriteE,            
    input      RegWriteW,            
    input      RegWriteM,            
    input      [4:0] RsE,            
    input      [4:0] RtE,            
    output reg [1:0] ForwardAE,      
    output reg [1:0] ForwardBE,      
    input      [4:0] RsD,            
    input      [4:0] RtD,            
    input      MemtoRegE,            
    input      MemtoRegM,            
    output     StallF,               
    output     StallD,               
    output     FlushE,               
    output     ForwardAD,            
    output     ForwardBD,            
    input      BranchD               
);
    always @(*) begin
        if((RsE!=5'h0)&&(RsE==WriteRegM)&&(RegWriteM==1'b1))
            ForwardAE=2'b10;
        else if((RsE!=5'h0)&&(RsE==WriteRegW)&&(RegWriteW==1'b1))
            ForwardAE=2'b01;
        else
            ForwardAE=2'b00;
        if((RtE!=5'h0)&&(RtE==WriteRegM)&&(RegWriteM==1'b1))
            ForwardBE=2'b10;
        else if((RtE!=5'h0)&&(RtE==WriteRegW)&&(RegWriteW==1'b1))
            ForwardBE=2'b01;
        else
            ForwardBE=2'b00;
    end
    wire LWStall;
    assign LWStall = (((RsD==RtE)||(RtD==RtE))&&MemtoRegE);
    assign ForwardAD = ((RsD!=5'b0)&&(RsD==WriteRegM)&&(RegWriteM==1'b1));
    assign ForwardBD = ((RtD!=5'b0)&&(RtD==WriteRegM)&&(RegWriteM==1'b1));
    wire BranchStall;
    assign BranchStall = (BranchD && RegWriteM && ((RegWriteE == RsD) || (RegWriteE == RtD)))
                       ||(BranchD && MemtoRegM && ((WriteRegM == RsD) || (WriteRegM == RtD)));
    assign StallD = LWStall||BranchStall;
    assign StallF = LWStall||BranchStall;
    assign FlushE = LWStall||BranchStall;
endmodule
[flow/run.sh]
#!/bin/bash
# OpenROAD 26Q1-2900-gdf79404cd8, Yosys 0.63+post, stock flow scripts
make -C /OpenROAD-flow-scripts/flow DESIGN_CONFIG=/design/flow/config.mk WORK_HOME=/design/flow/orfs finish
[flow/config.mk]
export PLATFORM = sky130hd
export DESIGN_NAME = harzard_unit
export DESIGN_NICKNAME = harzard_unit
export VERILOG_FILES = /design/flow/design.v
export SDC_FILE = /design/flow/constraint.sdc
export NUM_CORES = 4
export LEC_CHECK = 1
export CORE_AREA = 10 10 76 76
export DIE_AREA = 0 0 86 86
[flow/constraint.sdc]
current_design harzard_unit

set clk_period 1.9
set clk_io_pct 0.2

create_clock -name clk0 -period $clk_period

set non_clock_inputs [all_inputs -no_clocks]
set_input_delay [expr $clk_period * $clk_io_pct] -clock clk0 $non_clock_inputs
set_output_delay [expr $clk_period * $clk_io_pct] -clock clk0 [all_outputs]
==> flow_metrics.env <==
# physical design summary
export IMPL_detailed_place_hpwl_um=2329
export IMPL_slew_headroom_pct=83.92
export IMPL_synth_distinct_cells=22
export IMPL_log_warning_count=39
export IMPL_fin_area_um2=1503
export IMPL_antenna_found_initial=0
export IMPL_crit_arrival_ns=1.70
export IMPL_fmax_mhz=480.2
export IMPL_layout_cells_non_filler=212
export IMPL_grt_pass1_wl_um=4526
export IMPL_port_buffers=45
export IMPL_dp_cells=200
export IMPL_layout_drive_gt1_share_pct=56.17
export IMPL_status="complete, but fails checks"
export IMPL_hold_violations=0
export IMPL_startpoint_type="input pin"
export IMPL_ys_cells=84
export IMPL_globalRouteTotalUtil_pct=7.245
export IMPL_yosys_area_um2=625.6
export IMPL_firstDrtPassIters=2
export IMPL_post_drt_wl_per_cell_um=12.68
export IMPL_drv_cap=0
export IMPL_utilization_pct=36.52
export IMPL_ant_nets=0
export IMPL_vias=858
export IMPL_grt_busiest_layer="met2"
export IMPL_synth_area_um2=625.6
export IMPL_final_cell_mix="buf_4 (29), xnor2_1 (24), buf_6 (24)"
export IMPL_holdPathEnd="ForwardAE[0]"
export IMPL_use_met3_pct=0.9533
export IMPL_grt_pass1_vias=979
export IMPL_ir_drop_v=0.00009258
export IMPL_hp_start="RsE[3]"
export IMPL_cts_hold_buf=0
export IMPL_ys_warnings_count=1
export IMPL_powerDensity_nw_per_um2=205.9
export IMPL_rsz0062_at_grt="yes"
export IMPL_syn_instance_count=84
export IMPL_fp_util_pct=15.20
export IMPL_place_gp_congestion=0.7909
export IMPL_worstHoldPathType="in2out"
export IMPL_lay_top_count="buf_4"
export IMPL_setup_viol=5
export IMPL_flop_area_um2=0
export IMPL_grt_overflow=0
export IMPL_io_pins=50
export IMPL_setup_slack_ns=-0.1825
export IMPL_met1_usage_pct=9.147
export IMPL_drc=0
export IMPL_totalWireLength_um=2688
export IMPL_max_slew_worst_pin_slew_ns=0.2404
export IMPL_p_leak_nw=0.6478
export IMPL_placed_area_um2=1308
export IMPL_drt_iter0_markers=18
export IMPL_ys_seq_share_pct=0
export IMPL_die_x_um=86
export IMPL_fin_crit_ns=2.082
export IMPL_timing_final_crit_share_pct=109.6
export IMPL_syn_avg_cell_area_um2=7.448
export IMPL_post_drt_via_cell_ratio=4.047
export IMPL_die_area_um2=7396
export IMPL_violations="negative setup slack"
export IMPL_coreArea_um2=4115
export IMPL_die_y_um=86
export IMPL_grt_max_degree=6
export IMPL_nClkBuffers=0
export IMPL_grt_met2_usage_pct=13.05
export IMPL_seq_cell_count=0
export IMPL_crit_fanout=2
export IMPL_endpoint_kind="output pin"
export IMPL_hold_depth=7
export IMPL_area_growth_synth_to_final_pct=140.2
export IMPL_slew_viol_final=0
export IMPL_path_class="in2out"
export IMPL_critPathRequiredTime_ns=1.52
export IMPL_core_rowCount=23
export IMPL_diodes=0
-- cells by family after synthesis --
| family | Yosys count | synth area share, % |
|---|---|---|
| buf+inv | 10 | 8.999 |
| compound gates | 7 | 7.601 |
| xor+xnor | 40 | 56.00 |
| simple gates | 27 | 27.40 |
-- what timing repair did --
action,in CTS,in global routing
buffers inserted,14,1
hold endpoints to repair,0,0
endpoints found under the setup margin,9,8
cloned,0,0
resized,148,10
pin swaps,24,8
-- cell type report --
| type | count | area [um2] |
|---|---|---|
| repair buffers | 86 | 738.2 |
| inverters | 2 | 7.507 |
| fillers | 405 | 2613 |
| multi-input cells | 74 | 694.4 |
| well taps | 50 | 62.56 |
-- critical path, stage by stage --
cell and delay, ns:
buf_6 0.09, or4_4 0.55, nor2_4 0.13, nor4_4 0.06, buf_4 0.13, nor4_2 0.22, buf_2 0.14
-- synthesized netlist by cell type --
cell type | count | area share [%]
o22ai_1 | 2 | 2.0
o21ai_1 | 2 | 1.6
or4_4 | 1 | 1.8
buf_2 | 3 | 2.4
a21o_1 | 1 | 1.2
inv_1 | 2 | 1.2
o2111ai_1 | 1 | 1.4
xor2_1 | 12 | 17
nor2_4 | 1 | 1.8
or4_1 | 3 | 3.6
nand2_1 | 4 | 2.4
buf_4 | 2 | 2.4
nand3_1 | 3 | 2.4
xnor2_1 | 28 | 39
nor3_1 | 2 | 1.6
nor4_2 | 2 | 4.0
clkbuf_1 | 2 | 1.2
nor2_1 | 3 | 1.8
nor4_1 | 2 | 2.0
o221ai_1 | 1 | 1.4
nand4_1 | 6 | 6.0
buf_6 | 1 | 1.8
-- per-stage QoR --
step	setup TNS (ns)	hold slack, ns	power (mW)	setup WS (ns)
2_1_floorplan	0	0.8244	0.1077	0.09578
3_3_place_gp	-6.514	1.716	0.2671	-0.8708
3_5_place_dp	-6.611	1.715	0.2673	-0.8821
4_1_cts	-0.5749	1.288	0.3043	-0.2134
5_1_grt	-0.7345	1.328	0.3358	-0.2604
6_report	-0.4613	1.278	0.3094	-0.1825
-- per-layer routing --
layer  vias to the layer above  share of wire (%)
li1                        447                  -
met4                         0               0.63
met2                        17                 53
met1                       392                 43
met5                         -                  0
met3                         2                3.3
-- worst max-delay path by stage --
stage     slack [ns]  startpoint  depth (start not counted)            to
4_1_cts        -0.21      RtE[4]                          7  ForwardBE[0]
5_1_grt        -0.26      RtE[4]                          7  ForwardBE[0]
6_report       -0.18      RtE[4]                          7  ForwardBE[0]
-- where the power goes --
part           internal, mW  switching [mW]  leakage, nW
Clock                     0               0            0
Combinational         0.190           0.120        0.648
Sequential                0               0            0
Power is estimated from default activity; no workload was simulated.
